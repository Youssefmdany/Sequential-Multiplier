[flow/config.mk]
export PLATFORM = sky130hd
export DESIGN_NAME = Top
export DESIGN_NICKNAME = Top
export VERILOG_FILES = /design/flow/design.v
export SDC_FILE = /design/flow/constraint.sdc
export NUM_CORES = 4
export LEC_CHECK = 1
export CORE_UTILIZATION = 40
[flow/design.v]
module Top(input[7:0] dataa,datab,
           input start, reset_a,clk,
           output wire done_flag,
			  output wire[15:0] product8by8_out,
			  output wire  seg_a,seg_b,seg_c,seg_d,seg_e,seg_f,seg_g);
wire clk_ena,sclr_n;
wire[1:0] count,sel,shift;
wire[2:0] state_out;			  
wire[7:0] product;
wire[15:0] shift_out,sum;
wire[3:0] aout,bout;		  
mult_control mult_control_ins(.clk(clk),.reset_a(reset_a),.start(start),.count(count),.input_sel(sel),.shift_sel(shift),.done(done_flag),.state_out(state_out),.clk_ena(clk_ena),.sclr_n(sclr_n));
counter counter_ins(.clk(clk),.aclr_n(!start),.count_out(count));
shifter shifter_ins(.inp(product),.shift_cntrl(shift),.shift_out(shift_out));
adder adder_ins(.dataa(shift_out),.datab(product8by8_out),.sum(sum));
mult4x4 mult4x4_ins(.dataa(aout[3:0]),.datab(bout[3:0]),.product(product));
reg16 reg16_ins(.clk(clk),.sclr_n(sclr_n),.clk_ena(clk_ena),.datain(sum),.reg_out(product8by8_out));
mux4 mux4_ins1(.mux_in_a(dataa[3:0]),.mux_in_b(dataa[7:4]),.mux_sel(sel[1]),.mux_out(aout));
mux4 mux4_ins2(.mux_in_a(datab[3:0]),.mux_in_b(datab[7:4]),.mux_sel(sel[0]),.mux_out(bout));
seven_segment_cntrl seven_segment_cntrl_ins(.in(state_out),
                                            .seg_a(seg_a),
														  .seg_b(seg_b),
														  .seg_c(seg_c),
														  .seg_d(seg_d),
														  .seg_e(seg_e),
														  .seg_f(seg_f),
														  .seg_g(seg_g) );
endmodule 
module TB();
reg[7:0] dataa,datab;
reg start, reset_a,clk;
wire done_flag;
wire[15:0] product8by8_out;
wire seg_a,seg_b,seg_c,seg_d,seg_e,seg_f,seg_g;
initial begin 
reset_a=0;
#10
reset_a=1;
dataa=10;
datab=20;
#10
reset_a=0;
#10
clk=0;
start=1;
#10
  clk=1;
  #10
  clk=0;
  #10
  start=0;
  #10
  clk=1;
  #10
  clk=0;
  #10
  start=0;
  #10
  clk=1;
  #10
  clk=0;
  #10
  #10
  start=0;
  #10
  clk=1;
  #10
  clk=0;
  #10
  #10
  start=0;
  #10
  clk=1;
  #10
  clk=0;
  #10
  #10
  start=0;
   #10
  clk=1;
  #10
  clk=0;
end
Top Top_test(.dataa(dataa),
             .datab(datab),
				 .start(start),
				 .reset_a(reset_a),
				 .clk(clk),
				 .done_flag(done_flag),
				 .product8by8_out(product8by8_out),
				 .seg_a(seg_a),
				 .seg_b(seg_b),
				 .seg_c(seg_c),
				 .seg_d(seg_d),
				 .seg_e(seg_e),
				 .seg_f(seg_f),
				 .seg_g(seg_g) );
endmodule 
module adder(input[15:0] dataa,datab,output[15:0] sum);
assign sum = dataa + datab;
endmodule 
module counter(input clk, aclr_n,output reg[1:0] count_out );
always@(posedge clk) 
begin 
    if(!aclr_n)
		  count_out=0;
	 else 
		  count_out = count_out+1;
end
endmodule 
module mult4x4(
    input  [3:0] dataa, datab,
    output  [7:0] product
    );
    assign product = dataa * datab;
endmodule
module mult_control #(
                      parameter idle=3'b000,
							 parameter lsb=3'b001,
							 parameter mid=3'b010,
							 parameter msb=3'b011,
							 parameter calc_done=3'b100,
							 parameter err =3'b101
							 )
                   (
						  input clk,start,reset_a,
                    input[1:0] count,
                    output  clk_ena,done,sclr_n,
                    output [1:0] input_sel,shift_sel,
                    output reg[2:0] state_out );
  reg[2:0] curr_state,next_state;
  reg curr_clk_ena,next_clk_ena,
      curr_done,next_done,
		curr_sclr_n,next_sclr_n;
  reg[1:0] curr_input_sel,next_input_sel,
           curr_shift_sel,next_shift_sel;
  assign clk_ena = curr_clk_ena;
  assign done = curr_done;
  assign sclr_n = curr_sclr_n;
  assign input_sel = curr_input_sel; 
  assign shift_sel = curr_shift_sel ;
  always@(posedge clk,posedge reset_a) begin 
    if(reset_a)begin 
		 curr_state=idle;
	    curr_done<=0;
		 curr_sclr_n<=1;
		 curr_input_sel<=2'bxx;
		 curr_shift_sel<=2'bxx;
	    curr_clk_ena<=0;
	 end
	 else begin 
		 curr_state<=next_state;
	    curr_done<=next_done;
		 curr_sclr_n<=next_sclr_n;
		 curr_input_sel<=next_input_sel;
		 curr_shift_sel<=next_shift_sel;
	    curr_clk_ena<=next_clk_ena;	 
	 end
  end
  always@(start,count,curr_state) begin 
  		 next_state=curr_state;
	    next_done=curr_done;
		 next_sclr_n=curr_sclr_n;
		 next_input_sel=curr_input_sel;
		 next_shift_sel=curr_shift_sel;
	    next_clk_ena=curr_clk_ena;	 
     case(curr_state) 
	     idle: begin 
				  if(!start)begin
  		               next_state=idle;
	                  next_done=0;
		               next_sclr_n=1;
		               next_input_sel=2'bxx;
		               next_shift_sel=2'bxx;
	                  next_clk_ena=0;	 
				  end
				  else if(start) begin 
  		               next_state=lsb;
	                  next_done=0;
		               next_sclr_n=0;
		               next_input_sel=2'bxx;
		               next_shift_sel=2'bxx;
	                  next_clk_ena=1;	 
              end		
		  end
	     lsb: begin 
				  if(start==0 && count==2'b00)begin
  		               next_state=mid;
	                  next_done=0;
		               next_sclr_n=1;
		               next_input_sel=2'b00;
		               next_shift_sel=2'b00;
	                  next_clk_ena=1;	 
				  end
				  else  begin 
  		               next_state=err;
	                  next_done=0;
		               next_sclr_n=1;
		               next_input_sel=2'bxx;
		               next_shift_sel=2'bxx;
	                  next_clk_ena=0;	 
              end		
		  end
	     mid: begin 
				  if(!start && count==1)begin
  		               next_state=mid;
	                  next_done=0;
		               next_sclr_n=1;
		               next_input_sel=2'b01;
		               next_shift_sel=2'b01;
	                  next_clk_ena=1;	 
				  end
				  else if(!start && count==2) begin 
  		               next_state=msb;
	                  next_done=0;
		               next_sclr_n=1;
		               next_input_sel=2'b10;
		               next_shift_sel=2'b01;
	                  next_clk_ena=1;	 
              end		
				  else  begin 
  		               next_state=err;
	                  next_done=0;
		               next_sclr_n=1;
		               next_input_sel=2'bXX;
		               next_shift_sel=2'bXX;
	                  next_clk_ena=0;	 
              end		
		  end
	     msb: begin 
				  if(!start && count==3)begin
  		               next_state=calc_done;
	                  next_done=0;
		               next_sclr_n=1;
		               next_input_sel=2'b11;
		               next_shift_sel=2'b10;
	                  next_clk_ena=1;	 
				  end
				  else  begin 
  		               next_state=err;
	                  next_done=0;
		               next_sclr_n=1;
		               next_input_sel=2'bxx;
		               next_shift_sel=2'bxx;
	                  next_clk_ena=0;	 
              end		
		  end	
	     calc_done: begin 
				  if(!start)begin
  		               next_state=idle;
	                  next_done=1;
		               next_sclr_n=1;
		               next_input_sel=2'bxx;
		               next_shift_sel=2'bxx;
	                  next_clk_ena=0;	 
				  end
				  else  begin 
  		               next_state=err;
	                  next_done=0;
		               next_sclr_n=1;
		               next_input_sel=2'bxx;
		               next_shift_sel=2'bxx;
	                  next_clk_ena=0;	 
              end		
		  end		
	     err: begin 
				  if(start)begin
  		               next_state=lsb;
	                  next_done=0;
		               next_sclr_n=0;
		               next_input_sel=2'bxx;
		               next_shift_sel=2'bxx;
	                  next_clk_ena=1;	 
				  end
				  else  begin 
  		               next_state=err;
	                  next_done=0;
		               next_sclr_n=1;
		               next_input_sel=2'bxx;
		               next_shift_sel=2'bxx;
	                  next_clk_ena=0;	 
              end		
		  end		
	  endcase
  end
  always@(curr_state) begin 
	  state_out=curr_state;
  end
  endmodule 
module mux4(input[3:0] mux_in_a,mux_in_b,input mux_sel, output [3:0] mux_out );
assign mux_out = mux_sel ? mux_in_b : mux_in_a;
endmodule 
module reg16(
input [15:0]datain,
input  clk,sclr_n,clk_ena,
output reg [15:0]reg_out
);
always@(posedge clk)
 begin
  if(clk_ena==1'b1&sclr_n==1'b0)
     reg_out<=4'h0000;
  else if(clk_ena==1'b1&sclr_n==1'b1)
     reg_out<=datain;
  else
     reg_out<=reg_out;
 end
endmodule
module seven_segment_cntrl
(
  input [2:0] in,
  output reg seg_a,seg_b,seg_c,seg_d,seg_e,seg_f,seg_g
                              );
reg [6:0] seg;
always @(*)
begin
seg={seg_a,seg_b,seg_c,seg_d,seg_e,seg_f,seg_g};
  case(in)
           3'b000: seg=7'b1111110;
           3'b001: seg=7'b0110000;
           3'b010: seg=7'b1101101;
           3'b011: seg=7'b1111001;
          default: seg=7'b1001111; 
  endcase
{seg_a,seg_b,seg_c,seg_d,seg_e,seg_f,seg_g}=seg;
end
endmodule
module shifter(
    input [7:0] inp,
    input [1:0] shift_cntrl,
    output reg [15:0] shift_out 
    );
    always@(inp, shift_cntrl)
     begin
    case(shift_cntrl)
    2'b00: shift_out = inp;         
    2'b01: shift_out = inp << 4 ;  
    2'b10: shift_out = inp << 8 ;  
    2'b11: shift_out = inp;        
    default: shift_out = 16'bx;
    endcase
    end
endmodule
[flow/run.sh]
#!/bin/bash
# OpenROAD 26Q1-2900-gdf79404cd8, Yosys 0.63+post, stock flow scripts
make -C /OpenROAD-flow-scripts/flow DESIGN_CONFIG=/design/flow/config.mk WORK_HOME=/design/flow/orfs finish
[flow/constraint.sdc]
current_design Top

set clk_period 9.2
set clk_io_pct 0.2

create_clock -name clk0 -period $clk_period [get_ports {clk}]

set non_clock_inputs [all_inputs -no_clocks]
set_input_delay [expr $clk_period * $clk_io_pct] -clock clk0 $non_clock_inputs
set_output_delay [expr $clk_period * $clk_io_pct] -clock clk0 [all_outputs]
==> Slide: Implementation Results <==
Flow Results at a Glance

STA
  • Count of final hold-check violations: 0
  • Worst-Margin Slew: about 660 ps
  • Final Skew: 10.0 ps
  • Final number of max-transition violations: 0
  • Unrepaired setup endpoints after global routing: false
  • Final count of negative-setup-slack endpoints: 0
  • Worst hold slack after final layout: 469 ps
  • Post-route minimum period: approximately 6700 ps
  • Final period util: 73.1%
  • Peak Freq: approximately 0.15 GHz
  • Aggregate negative setup slack: 0 ps
  • Worst slew margin relative to its limit: 55.7%

Synthesis
  • Mapped cell area: between 2000 and 3000 um^2
  • Cell taking the most area after synthesis: sky130_fd_sc_hd__ha_1
  • Top post-synthesis cells by count: sky130_fd_sc_hd__ha_1, sky130_fd_sc_hd__inv_1, sky130_fd_sc_hd__nor2_1
  • Commonest register cell after synthesis: sky130_fd_sc_hd__dfxtp_1
  • Sequential fraction of the synthesis area: 25.9%
  • Count leader, synth: sky130_fd_sc_hd__ha_1
  • Synthesized area per cell: about 9 um^2
  • Post-synthesis register bit count: 31
  • Post-synth ARST share: around two fifths
  • Library cells used by synthesis: 60
  • Synthesis area per yosys: between 2000 and 3000 um^2
  • Fraction of synthesized cell area taken by the top area cell type: between 10% and 20%
  • Largest cells by area: sky130_fd_sc_hd__ha_1, sky130_fd_sc_hd__dfxtp_1, sky130_fd_sc_hd__dfrtp_1
  • Count of flip-flops with a built-in enable after synthesis: 0
  • Instance tally after logic synthesis: approximately 300
  • Cell total in the yosys stat output: a little under 300
  • Yosys Warn Count: 5

Final layout
  • Layout area overhead: 22.9%
  • Layout cell share with drive strength beyond 1: under 10%
  • Share of the core filled with cells: around 51%
  • Final instance area: about 3300 um^2

Worst setup path
  • Setup Crit Path Kind: input port to register
  • Crit path DAT: 6900 ps
  • Buffers & Inverters on Critical Path: 2
  • Crit path launch type: input port
  • Crit path largest cell delay: between 500 and 600 ps
  • Crit path required time: roughly 9400 ps
  • Slowest cell on the critical path: sky130_fd_sc_hd__fa_1
  • Category of the worst setup path capture point: register
  • Cell family contributing the most delay on the critical path: AND-OR/OR-AND gates
  • List of cells traversed by the critical path: clkdlybuf4s50_1 -> mux2i_1 -> or2_2 -> fa_1 -> inv_1 -> fa_1 -> ha_1 -> a21o_1 -> a21oi_1 -> xnor2_1 -> nand2_1 -> o21ai_0 -> ha_1 -> and2_4 -> a221oi_2 -> a21boi_1 -> a41oi_1 -> o21ai_0 -> a221o_1
  • Critical path fanouts, max: 5

Clock network
  • Number of hold buffers added after cts: 0
  • Number of setup buffers added after CTS: 0
  • Clk buf depth: 2
  • Post-CTS resize count: 0
  • Clock insertion delay at the later pin of the skew report: around 280 ps
  • CTS Buf Count: 5
  • Clock transition at the register clock pins on the worst setup and hold paths after CTS: 80 ps
  • Clock sink total: 31
  • TritonCTS clock tree: built
  • Depth of the CTS H-tree: 2
  • Root buf cell: sky130_fd_sc_hd__clkbuf_8

Placed design
  • Half-perimeter wire length of the detailed placement result: between 4000 and 5000 um
  • Final weighted congestion in routability-driven placement: around 0.85
  • IO Port Bufs: between 40 and 50
  • DP Area: about 3100 um^2

Pwr
  • Clock group share of total power: 18.9%
  • Sequential share of power: approximately 25%
  • Proportion of total power due to net switching: between 30% and 40%
  • Total power per unit cell area: ~260 nW/um^2
  • Power spent charging and discharging nets: approximately 330 uW
  • Internal power: around 520 uW
  • Lkg Pwr: around 0.0015 uW
  • Total Power: around 860 uW
  • Worst-case vdd ir drop: around 0.2 mV
  • Combinational fraction of design power: a little under three fifths

Routing
  • Count of TritonRoute iterations in the first routing pass: 4
  • # DRC: 0
  • Wire length per cell: 13.7 um
  • Wirelength, routed: between 5000 and 6000 um
  • Vias per cell: ~5.4
  • Via Count: 2250
  • Number of DRC markers after the initial detailed-route iteration: just over 60
  • Number of inserted diodes: 0
  • Number of nets with antenna violations after detailed routing: 0

Floorplanning
  • Core Util at FP: between 40% and 50%
  • Cell Rows: 29
  • IO Count: roughly 43
  • Core region area: 6390 um^2
  • Area of the die: ~7000 um^2
  • Die width: 83.5 um
  • Overall die height: approximately 83 um

Global routing
  • Total gr overflow: 0
  • First-pass GRT wire length: 10300 um
  • Number of antenna violations at the first check in global routing: 0
  • Largest net degree at the start of global routing: 18
  • Number of global-route vias before repair: around 2200
  • Total routing resource utilization after global routing: approximately 18%

Run
  • OpenROAD warning count: 29
  • Count of maximum capacitance violations: 0

Run status
  • Run status: complete, no violations

Min path
  • Hold crit path type: register to register
-- area by class of cell --
class | instances | area [um^2]
timing repair buffer | 42 | 420
inverter | 23 | 86.3
tap | 77 | 96.3
clock buffer | 5 | 68.8
multi-input combinational | 233 | 1830
clock inverter | 3 | 67.6
sequential | 31 | 688
fill | 575 | 3120
-- state kept, by name (all words and copies together), names as in the netlist --
signal / count
mult_control_ins.curr_state: 6
mult_control_ins.curr_done: 1
mult_control_ins.curr_clk_ena: 1
mult_control_ins.curr_sclr_n: 1
reg16_ins.reg_out: 16
mult_control_ins.curr_shift_sel: 2
counter_ins.count_out: 2
mult_control_ins.curr_input_sel: 2
-- power groups by stage --
stage | sequential, uW | combinational [uW] | clock (uW)
after CTS | 219 | 481 | 166
final | 217 | 479 | 163
after global routing | 224 | 545 | 172
-- path summary, 6_finish.rpt --
check	from	end	slack, ps	depth (start not counted)
setup / recovery	datab[7]	reg16_ins.reg_out[14]	2470	19
setup reg to reg	mult_control_ins.curr_input_sel[1]	reg16_ins.reg_out[14]	3940	18
hold reg to reg	counter_ins.count_out[0]	counter_ins.count_out[0]	470	1
min in group asynchronous	reset_a	mult_control_ins.curr_state[4]	1880	2
max in group asynchronous	reset_a	mult_control_ins.curr_sclr_n	6960	2
hold / removal	counter_ins.count_out[0]	counter_ins.count_out[0]	470	1
-- logic make-up after synthesis --
family	synth area share, %
AOI/OAI and AO/OA	25.4
and+or+nand+nor	17.8
adders and majority gates	18.9
buffers and inverters	4.95
DFF	25.9
xor gates and xnor gates	3.30
muxes	3.82
-- stage by stage --
step	setup slack, ps	instances
after floorplan	2950	296
after global placement	2220	406
after detailed placement	2180	406
after CTS	2470	414
after global routing	2020	414
final	2470	414
-- cell usage in the layout, fill, tap and decap left out, types with 2 or more instances in the layout --
cell type                         netlist  routed
sky130_fd_sc_hd__a211o_1                5       5
sky130_fd_sc_hd__fa_1                   5       5
sky130_fd_sc_hd__a311oi_1               2       2
sky130_fd_sc_hd__o21a_1                 3       3
sky130_fd_sc_hd__o21bai_1               3       3
sky130_fd_sc_hd__dfrtp_1               11      11
sky130_fd_sc_hd__o2111ai_1              2       2
sky130_fd_sc_hd__ha_1                  32      32
sky130_fd_sc_hd__a21o_1                 9       9
sky130_fd_sc_hd__and2_1                10      10
sky130_fd_sc_hd__clkbuf_8               0       5
sky130_fd_sc_hd__nand3_1                3       3
sky130_fd_sc_hd__nand2_1               16      16
sky130_fd_sc_hd__o21ai_1                2       2
sky130_fd_sc_hd__o22ai_1                2       2
sky130_fd_sc_hd__or3_1                  2       2
sky130_fd_sc_hd__and3b_1                2       2
sky130_fd_sc_hd__a221o_1                5       5
sky130_fd_sc_hd__o32ai_1                3       3
sky130_fd_sc_hd__nand2b_1               6       6
sky130_fd_sc_hd__dfxtp_1               18      18
sky130_fd_sc_hd__xnor2_1                9       9
sky130_fd_sc_hd__o21ai_0               12      12
sky130_fd_sc_hd__mux2i_1                9       9
sky130_fd_sc_hd__a21oi_1               13      13
sky130_fd_sc_hd__inv_1                 23      23
sky130_fd_sc_hd__dfstp_2                2       2
sky130_fd_sc_hd__nor2_1                23      23
sky130_fd_sc_hd__bufinv_16              0       2
sky130_fd_sc_hd__nor2b_1                6       6
sky130_fd_sc_hd__clkdlybuf4s50_1        0      42
sky130_fd_sc_hd__o2111a_1               2       2
sky130_fd_sc_hd__a22o_1                11      11
sky130_fd_sc_hd__or2_2                  8       8
sky130_fd_sc_hd__a211oi_1               3       3
-- layer usage --
metal,up-vias,part of all wire [%],global-route usage [%]
met5,-,0,0
met4,0,1.2,2.16
met3,7,3.6,2.61
met2,46,44,28.3
met1,1033,51,28.3
li1,1164,-,-
Power and IR drop assume default switching activity.
